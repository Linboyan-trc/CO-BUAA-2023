===== flow/run.sh =====
#!/bin/bash
# OpenROAD 26Q1-2900-gdf79404cd8, Yosys 0.63+post, stock flow scripts
make -C /OpenROAD-flow-scripts/flow DESIGN_CONFIG=/design/flow/config.mk WORK_HOME=/design/flow/orfs finish

===== flow/config.mk =====
export PLATFORM = sky130hd
export DESIGN_NAME = DEMW
export DESIGN_NICKNAME = DEMW
export VERILOG_FILES = /design/flow/design.v
export SDC_FILE = /design/flow/constraint.sdc
export NUM_CORES = 4
export LEC_CHECK = 1
export CORE_AREA = 10 10 323 323
export DIE_AREA = 0 0 333 333

===== flow/constraint.sdc =====
current_design DEMW

set clk_period 1.0
set clk_io_pct 0.2

create_clock -name clk0 -period $clk_period [get_ports {clk}]

set non_clock_inputs [all_inputs -no_clocks]
set_input_delay [expr $clk_period * $clk_io_pct] -clock clk0 $non_clock_inputs
set_output_delay [expr $clk_period * $clk_io_pct] -clock clk0 [all_outputs]

===== flow/design.v =====
module DEMW(
    input clk,reset,en,
    input [31:0]    INS,
    input [31:0]    PC,
    input [31:0]    PC4,
    input [31:0]    RD1,
    input [31:0]    RD2,
    input           isStandbySuc,
    input [31:0]    PC8,
    input [31:0]    ALU,
    input [31:0]    DM,
    input [31:0]    standby,
    output reg [31:0]    INS_final,
    output reg [31:0]    PC_final,
    output reg [31:0]    PC4_final,
    output reg [31:0]    RD1_final,
    output reg [31:0]    RD2_final,
    output reg           isStandbySuc_final,
    output reg [31:0]    PC8_final,
    output reg [31:0]    ALU_final,
    output reg [31:0]    DM_final,
    output reg [31:0]    standby_final
);
    initial begin
        INS_final       <=32'h0000_0000;
        PC_final        <=32'h0000_0000;
        PC4_final       <=32'h0000_0000;
        RD1_final       <=32'h0000_0000;
        RD2_final       <=32'h0000_0000;
        isStandbySuc_final       <=1'b0;
        PC8_final       <=32'h0000_0000;
        ALU_final       <=32'h0000_0000;
        DM_final        <=32'h0000_0000;
        standby_final   <=32'h0000_0000;
    end
    always @(posedge clk) begin
        if(reset)begin
            INS_final       <=32'h0000_0000;
            PC_final        <=32'h0000_0000;
            PC4_final       <=32'h0000_0000;
            RD1_final       <=32'h0000_0000;
            RD2_final       <=32'h0000_0000;
            isStandbySuc_final       <=1'b0;
            PC8_final       <=32'h0000_0000;
            ALU_final       <=32'h0000_0000;
            DM_final        <=32'h0000_0000;
            standby_final   <=32'h0000_0000;
        end
        else if(en)begin
            INS_final<=INS;
            PC_final<=PC;
            PC4_final<=PC4;
            RD1_final<=RD1;
            RD2_final<=RD2;
            isStandbySuc_final<=isStandbySuc;
            PC8_final<=PC8;
            ALU_final<=ALU;
            DM_final<=DM;
            standby_final<=standby;
        end
    end
endmodule  

==> flow_summary_export.csv <==
group,metric,value,unit
synthesis,synth_stat.cells,931,
floorplanning,initial_utilization,10.5,%
floorplanning,die_h,333,um
setup_path,crit_path_end,"PC8_final[31]",
synthesis,syn_area_per_cell,11.0,um2
cells_and_area,layout-drive-gt1-share,44.8,%
timing,finalCriticalPeriod,1260,ps
synthesis,synthCells,931,
timing,setup_ws,-257,ps
setup_path,critPathCaptureType,"primary output",
clocking,clock_sinks,289,
setup_path,crit_family,"flip-flops",
setup_path,r2r_setup_slack,110,ps
setup_path,worstSetupStartpointType,"flop",
setup_path,cp_max_fo,2,
floorplanning,fp.dieArea,111000,um2
power,power,29.7,mW
power,p_sw_share,23.3,%
power,power.switching,6.93,mW
place,portBuffers,580,
run_status,violations,"setup timing",
route,vias,8784,
power,leakage,8.46,nW
timing,slew_headroom,79.2,%
clocking,cts_buffers,37,
global_routing,grt_pass1_wl,59.9,mm
synthesis,yosysWarnings,1,
timing,rsz0062_at_grt,"true",
place,place_area,18000,um2
timing,setup_viol,289,
global_routing,grt_overflow,0,
power,clkPwrFrac,44.0,%
synthesis,synth_area_leader_cell,"dfxtp_1",
timing,slew_violations,0,
floorplanning,rows,114,
synthesis,area_leaders,"dfxtp_1 57%, mux2i_1 28%, nor2_1 11%, buf_6 2.6%, clkbuf_1 0.77%",
cells_and_area,n_fill_cell,10700,
setup_path,cpMaxStageDelayCell,"dfxtp_4",
synthesis,ys_seq_share,56.6,%
setup_path,r2r_end,"PC8_final[31]",
clocking,htreeDepth,2,
cells_and_area,syn_to_final_growth,81.5,%
run_status,outcome,"complete, but fails checks",
synthesis,mappedNetlistArea,10200,um2
timing,period_used_share,126,%
global_routing,track_usage,7.02,%
global_routing,antenna_found_initial,0,
setup_path,critical_path_buf_inv_count,1,
power,p_seq_share,42.8,%
floorplanning,io_pins,581,
cells_and_area,register_area,6170,um2
place,dp.cells,2789,
power,intPower,22.8,mW
route,routedWlPerCell,14.2,um
clocking,clkLatencyLatePin,540,ps
clocking,cts_root_buffer,"clkbuf_16",
clocking,clockBufferDepth,3,
route,ant_nets,0,
floorplanning,coreArea,97000,um2
synthesis,synth-seq-cells,289,
power,p_per_area,1600,nW/um2
global_routing,grt_start_max_net_pins,25,
power,power_frac_comb,13.2,%
cells_and_area,stdcell_area,18600,um2
min_path,hp-class,"primary input to flop",
timing,clock_skew,0,ps
timing,fmaxAchievable,795,MHz
cells_and_area,instances_no_fill,2865,
cells_and_area,final-comb-area,3980,um2
clocking,cts.clk_slew.worst_paths,60,ps
cells_and_area,utilization,19.1,%
setup_path,slowest_delay,390,ps
route,wl,40.8,mm
synthesis,ys_area,10200,um2
setup_path,reg2reg_depth,4,
global_routing,grt_pass1_vias,9232,
setup_path,startpoint,"PC8_final[31]",
route,drt-vias-per-instance,3.07,
clocking,tritoncts,"done",
synthesis,yosysUniqueCellTypes,8,
job,drv_cap,0,
route,firstDrtPassIters,4,
timing,max_slew.worst_pin.slew,312,ps
place,place_congestion,0.800,
setup_path,cp.required,800,ps
timing,hold_violations,0,
setup_path,path_depth,1,
power,ir_drop,1.98,mV
synthesis,netlist.area_leader.share,56.6,%
setup_path,crit_chain,"buf_6",
timing,tns,-50260,ps
route,drt-initial-drc-count,287,
place,place_hpwl,31.7,mm
floorplanning,die_w,333,um
job,tool_warnings,27,
route,drc,0,
setup_path,timing_worst_setup_path_type,"flop to primary output",
setup_path,arrival,1060,ps
setup_path,worst_r2r_startpoint,"PC8_final[31]",
route,n_antenna_cell,0,
==> sequential cells by signal, summed over array words and instances, names as in the netlist <==
name and cells:
ALU_final 32, DM_final 32, INS_final 32, PC4_final 32
PC8_final 32, PC_final 32, RD1_final 32, RD2_final 32
standby_final 32, isStandbySuc_final 1
==> metrics by stage <==
step | hold WS [ps] | worst slack (ps)
6_report | 153 | -257
5_1_grt | 151 | -332
4_1_cts | 99.0 | -352
3_5_place_dp | 479 | -387
3_3_place_gp | 471 | -399
2_1_floorplan | 347 | 7.65
==> final cells by class <==
class / count / share of cell area (%)
clock inverters: 9 / 0.566
repair buffers: 659 / 30.4
flip-flops and latches: 289 / 33.2
well taps: 1276 / 8.60
multi-input cells: 578 / 21.4
clock buffers: 54 / 5.76
==> worst min-delay path by stage <==
stage	from	end	slack (ps)	cells past startpoint
global route	en	PC8_final[31]	150	4
CTS	en	PC8_final[31]	100	4
finish	en	PC8_final[31]	150	4
==> cells by family (layout without fill, tap and decap cells) <==
group,count (synthesis),in the layout,share of synthesized area (%)
mux,289,289,28.3
flops,289,289,56.6
simple gates,289,289,10.6
buf+inv,64,722,4.53
==> synthesized netlist by cell type, drive strengths merged <==
| cell type | count |
|---|---|
| buf | 43 |
| mux2i | 289 |
| clkbuf | 21 |
| dfxtp | 289 |
| nor2 | 289 |
==> power groups by stage <==
| stage | clock network (mW) | logic (mW) | registers (mW) |
|---|---|---|---|
| CTS | 13.7 | 3.97 | 12.7 |
| global route | 14.1 | 4.32 | 12.8 |
| finish | 13.1 | 3.94 | 12.7 |
==> repair_timing <==
| item | 4_1_cts | 5_1_grt |
|---|---|---|
| endpoints found under the hold margin | 9 | 0 |
| endpoints found under the setup margin | 290 | 289 |
| gates resized | 1323 | 18 |
| hold buffers | 1 | 0 |
| gates cloned | 0 | 0 |
| buffers inserted | 5 | 8 |
==> layer usage <==
| metal | up-vias | GRT usage (%) | part of all wire (%) | wire, um |
|---|---|---|---|---|
| li1 | 4354 | - | - | - |
| met1 | 3964 | 7.83 | 37 | 15300 |
| met2 | 413 | 11.8 | 48 | 19500 |
| met3 | 53 | 3.49 | 12 | 4760 |
| met4 | 0 | 1.76 | 2.9 | 1200 |
| met5 | - | 0 | 0 | 0 |
==> cells in the final DEF, fill, tap and decap left out, drive strengths merged <==
cell type      count
clkbuf            54
bufinv             2
buf              369
clkdlybuf4s50    289
nor2             289
dlygate4sd3        1
clkinv             5
dfxtp            289
mux2i            289
clkinvlp           1
inv                1
Power and IR drop assume default switching activity.
