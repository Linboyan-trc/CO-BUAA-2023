==> flow/design.v <==
`timescale 1ns / 1ps
module E_ALU (
    input [3:0] ALUControl,
    input [31:0] A,
    input [31:0] B,
    output [31:0] ALUout
);
    wire [31:0] res_sra = $signed($signed(A) >>> B);
    wire [31:0] res_slt = $signed(A) < $signed(B) ? 32'b1 : 32'b0;
    assign ALUout = (ALUControl == 4'd0 )    ? A + B :
                    (ALUControl == 4'd1 )    ? A - B :
                    (ALUControl == 4'd2 )    ? A & B :
                    (ALUControl == 4'd3  )    ? A | B :
                    (ALUControl == 4'd4 )    ? A ^ B :
                    (ALUControl == 4'd5 )    ? ~(A | B) :
                    (ALUControl == 4'd6 )    ? A << B :
                    (ALUControl == 4'd7 )    ? A >> B :
                    (ALUControl == 4'd8 )    ? res_sra :
                    (ALUControl == 4'd9 )    ? res_slt :
                    (ALUControl == 4'd10)    ? A < B :
                    0;
endmodule
==> flow/run.sh <==
#!/bin/bash
# OpenROAD 26Q1-2900-gdf79404cd8, Yosys 0.63+post, stock flow scripts
make -C /OpenROAD-flow-scripts/flow DESIGN_CONFIG=/design/flow/config.mk WORK_HOME=/design/flow/orfs finish
==> flow/config.mk <==
export PLATFORM = sky130hd
export DESIGN_NAME = E_ALU
export DESIGN_NICKNAME = E_ALU
export VERILOG_FILES = /design/flow/design.v
export SDC_FILE = /design/flow/constraint.sdc
export NUM_CORES = 4
export LEC_CHECK = 1
export CORE_UTILIZATION = 50
==> flow/constraint.sdc <==
current_design E_ALU

set clk_period 16.6
set clk_io_pct 0.2

create_clock -name clk0 -period $clk_period

set non_clock_inputs [all_inputs -no_clocks]
set_input_delay [expr $clk_period * $clk_io_pct] -clock clk0 $non_clock_inputs
set_output_delay [expr $clk_period * $clk_io_pct] -clock clk0 [all_outputs]
==> Changelog: implementation <==
### Implementation results

* CP Buf/Inv Count at 3
* Switching Fraction at 0.621
* Pre-CTS setup slack at 5.27 ns
* Worst Setup EP: ALUout[28]
* Lkg Pwr at 4.57 nW
* Crit path launch type: input pin
* HPWL after detailed placement at 42.8 mm
* Syn Area/Cell at 6.76 um2
* Mapped Cells at 1573
* Worst Tran Pin Value at 1.08 ns
* Slowest cell on the critical path: clkdlybuf4s50_1
* Worst setup path start: A[10]
* Clk pwr share at 0
* Arrival @ worst endpoint at 8.27 ns
* Post-cts repair resize count at 0
* Chip width at 148 um
* Overall routed net length at 56.1 mm
* RSZ-0062 raised after global routing: false
* Largest cells by area after synthesis: ha_1 11%, mux4_2 9.5%, a21oi_1 6.9%
* Critical path, cell by cell: clkdlybuf4s50_1, inv_1, ha_1, nor3b_1, a211oi_2, a21oi_1, a311oi_2, o211ai_2, a211oi_1, o21bai_1, mux2i_1, a2111oi_1, clkdlybuf4s50_1
* Post-route core utilization at 0.565
* P per Cell Area at 31.7 nW/um2
* Final setup vio count at 0
* F_max at 86.3 MHz
* Worst-path fanout max at 11
* I/O pins at 100
* GR Overflow Total at 0
* Count leader, synth: nor2_1
* Max-cap violations at 0
* Int Power at 0.139 mW
* Outcome: completed
* Row count at 52
* Layout clock buffers at 0
* Comb pwr share at 1.000
* Layout cells sized above 1 at 0.0879
* Area delta synth->final at 9.27%
* Max IR drop VDD at 28.7 uV
* Slew Viols, Final at 0
* Sw Pwr at 0.228 mW
* Most used cell, CP: clkdlybuf4s50_1
* Aggregate global-route resource usage at 0.522
* Register area at 0 um2
* Seq Cell Count at 0
* Cell Type Count at 96
* Worst hold path class: in2out
* Largest net degree at the start of global routing at 69
* Crit path kind: in2out
* Crit end category: output pin
* Die Area at 21800 um2
* Min Tclk post-route at 11.59 ns
* Core area at 20600 um2
* Register share after synthesis at 0
* Port Buffers at 100
* Yosys stat chip area at 10600 um2
* Fp util at 0.517
* Log Warnings at 97
* Final period utilization at 0.698
* Cell taking the most area after synthesis: ha_1
* Synth top area share at 0.113
* Wire per inst at 30.1 um
* Top delay family on crit path: AND-OR/OR-AND gates
* Vias at 13922
* Post-CTS Setup Repair Bufs at 0
* Gpl congestion at 1.18
* CTS Hold Bufs at 0
* First-pass GRT wire length at 82.2 mm
* Synth warnings at 0
* Required @ worst endpoint at 13.28 ns
* # DRC at 0
* Final antenna-violating net count at 0
* Flop pwr share at 0
* Sum Neg Setup Slack at 0 ns
* Initial antenna violation count at 1
* Hold Vio Cnt, Final at 0
* Most instantiated cells after synthesis: 180 x nor2_1, 147 x a21oi_1, 145 x nand2_1, 145 x o21ai_0, 103 x inv_1
* Relative slew slack at 0.274
* Die Ht at 148 um
* Slowest Stage Delay on Critical Path at 1.00 ns
* Iteration count of the initial detailed-routing pass at 9
* Mapped cell area at 10600 um2
* Vias per cell at 7.47
* # Cells Yosys at 1573
* Vias in the first global route at 12621
* Crit path depth at 13
* Initial drt markers at 1824
* Final setup margin at 5.01 ns
-- metal layers --
metal | wire (um) | vias to the layer above | GRT usage
li1 | - | 6029 | -
met3 | 9160 | 275 | 0.213
met5 | 41 | - | 0.0295
met4 | 4030 | 2 | 0.284
met2 | 22600 | 1258 | 0.729
met1 | 20300 | 6358 | 0.685
-- area by class of cell --
class	instances	area, um2
fill	2063	8950
tap	270	338
inverter	105	394
antenna	1	2.50
timing repair buffer	146	1330
multi-input combinational	1341	9550
-- how the worst min path moves through the flow --
stage / from / endpoint / slack, ns / cells past startpoint
4_1_cts: B[3] / ALUout[14] / 7.80 / 6
5_1_grt: B[3] / ALUout[14] / 7.84 / 6
6_report: B[3] / ALUout[14] / 7.81 / 6
-- cell usage in the layout, fill, tap and decap left out, types with 45 or more instances in the layout --
master,Yosys,layout
inv_1,103,103
o21ai_0,145,145
ha_1,96,96
clkdlybuf4s50_1,0,95
buf_4,13,48
nand2_1,145,145
mux2i_1,45,45
nor2_1,180,180
a21oi_1,147,147
mux4_2,45,45
-- per-stage QoR --
| stage | area (um2) | power, mW | std cells | hold WS (ns) |
|---|---|---|---|---|
| floorplan | 10600 | 0.220 | 1573 | 6.91 |
| global placement | 11600 | 0.348 | 1862 | 7.79 |
| detailed placement | 11600 | 0.348 | 1862 | 7.79 |
| CTS | 11600 | 0.350 | 1862 | 7.80 |
| global route | 11600 | 0.386 | 1862 | 7.84 |
| finish | 11600 | 0.368 | 1863 | 7.81 |
-- cells by family after synthesis --
| logic type | synth area share |
|---|---|
| muxes | 0.156 |
| AOI/OAI and AO/OA | 0.405 |
| buffers and inverters | 0.103 |
| adders and majority gates | 0.117 |
| and+or+nand+nor | 0.218 |
| xor gates and xnor gates | 0.00165 |
-- power by group through the flow --
stage	logic (mW)	clock network, mW	registers, mW
4_1_cts	0.350	0	0
5_1_grt	0.386	0	0
6_report	0.368	0.00000000000939	0
-- tightest hold or removal path, cell delays in order --
cell and delay (ns):
buf_2 0.10, buf_4 0.24, nor2_1 0.16, a221o_1 0.12
o2111ai_1 0.12, clkdlybuf4s50_1 0.42
Power figures rest on the tool's default switching activity, not on a simulated workload.
